$ cat flow/config.mk
export PLATFORM = sky130hd
export DESIGN_NAME = stage4
export DESIGN_NICKNAME = stage4
export VERILOG_FILES = /design/flow/design.v
export SDC_FILE = /design/flow/constraint.sdc
export NUM_CORES = 4
export LEC_CHECK = 1
export CORE_AREA = 10 10 76 76
export DIE_AREA = 0 0 86 86
$ cat flow/constraint.sdc
current_design stage4

set clk_period 7.4
set clk_io_pct 0.2

create_clock -name clk0 -period $clk_period

set non_clock_inputs [all_inputs -no_clocks]
set_input_delay [expr $clk_period * $clk_io_pct] -clock clk0 $non_clock_inputs
set_output_delay [expr $clk_period * $clk_io_pct] -clock clk0 [all_outputs]
$ cat flow/design.v
module stage4 (
R1_in	,
R2_in	,
d1_out,
d2_out, 
d3_out, 
d4_out			
);
input wire [7:0] R1_in;
input wire [7:0] R2_in;
output reg [7:0] d1_out;
output reg [7:0] d2_out;
output reg [7:0] d3_out;
output reg [7:0] d4_out;
reg [7:0] TWOR1;
reg [7:0] TWOR2;
always begin
TWOR1 = R1_in << 1;
TWOR2 = R2_in << 1;
d1_out <= TWOR1 + TWOR2;  
d1_out[7] = d1_out[7]^1;
d2_out <= TWOR1 + TWOR2;  
d3_out <= TWOR1 - TWOR2;  
d4_out <= TWOR2 - TWOR1;  
end
endmodule
$ cat flow/run.sh
#!/bin/bash
# OpenROAD 26Q1-2900-gdf79404cd8, Yosys 0.63+post, stock flow scripts
make -C /OpenROAD-flow-scripts/flow DESIGN_CONFIG=/design/flow/config.mk WORK_HOME=/design/flow/orfs finish
==> impl_metrics.ini <==
; yosys + openroad results
[pwr]
p_comb_share_pct = 100.0
p_sw_w = 0.0000441
power_frac_clock_pct = 0
p_sw_share_pct = 37.1
power.density_nw_per_um2 = 87.9
leakage_nw = 0.622
seqPwrFrac_pct = 0
vdd_drop_max_mv = 0.0186
intPower_w = 0.0000748

[worst_setup_path]
cp-start-kind = input pin
critPathRequiredTime_ns = 5.92
cp_max_fo = 3
end_kind = primary output
worstPathArrival_ns = 3.79
path_class = input pin to primary output
crit_start = R2_in[0]

[final_timing]
hold_viol_final = 0
fin_setup_tns_ns = 0
slew_headroom_pct = 54.3
period_needed_ns = 5.27
min_period_over_period_pct = 71.2
tightest_slew_ns = 0.683
rsz0062_at_grt = no
finalSetupViolCount = 0
max_freq_mhz = 190
hold_slack_ns = 4.05
fin_ws_ns = 2.13
report.final.slew_viol_count = 0

[global_routing]
grt_usage_pct = 6.73
antenna_found_initial = 0
grt_pass1_wl_um = 4330
overflow = 0
grt_max_degree = 13
grt_pass1_vias = 934

[detailed_routing]
diodes = 0
firstDrtPassIters = 4
wire_per_inst_um = 11.6
ant_nets = 0
drc = 0
vias = 914
via_per_inst = 4.31
route.layer.met1.wl_um = 1110
wl_met3_um = 200
top_layer = met3
drt_iter0_drc = 46
wl_met2_um = 1160
drt_wl_total_um = 2470

[yosys]
ys_seq_share_pct = 0
yosysWarnings = 2
compound_area_share_pct = 25.8
synth_area_um2 = 1010
synth_cells = 136
yosys_cells = 136
synth.distinct_cells = 33
ys_sh_adder_pct = 28.3
top_area_cell = ha_1
xor_share_pct = 5.20
area_leaders = ha_1 (22%), buf_4 (11%), inv_1 (7.4%), fa_1 (5.9%), a211o_1 (5.2%)
ys_top_logic_family = adder cells
ys_area_um2 = 1010
synthSimpleGateAreaFrac_pct = 18.0
synthMuxAreaShare_pct = 0
yosysTopAreaCellShare_pct = 22.3
postSynthAreaPerCell_um2 = 7.42

[die]
rows = 23
dieArea_um2 = 7400
io_pins = 48
die_w_um = 86
initCoreUtil_pct = 24.5
coreArea_um2 = 4120
die_y_um = 86

[run]
tool_warnings = 46
cap_violations = 0

[layout]
layout.area.seq_um2 = 0
n_clock_buffer = 0
layout-drive-gt1-share_pct = 4.32
fillers = 440
area.combinational_um2 = 798
fin_area_um2 = 1350
synthToLayoutAreaGrowth_pct = 34.0
final_util_pct = 32.9
mostFrequentLayoutCell = clkdlybuf4s50_1
layout_top_cells = clkdlybuf4s50_1 (41), inv_1 (20), ha_1 (18)
flops = 0

[hold_path]
min_path_type = input pin to primary output
hold_start = R2_in[0]

[outcome]
status = complete, no violations

[clock_tree]
cts.repair.resized = 0
cts_setup_buffers = 0
cts-hold-fix-buffers = 0

[placement]
pre_cts_ws_ns = 2.10
dp_hpwl_um = 2220
portBuffers = 41
gp_congestion = 0.749
postPlaceCellArea_um2 = 1350
-- per-layer routing --
layer	GRT usage, %	up-vias
li1	-	497
met1	8.91	397
met2	11.2	20
met3	1.91	0
met4	0	0
met5	0	-
-- cells by family after synthesis --
kind of cell | Yosys count
compound gates | 35
buf+inv | 40
simple gates | 33
xor+xnor | 6
other cells | 1
fa+ha+maj | 21
-- synthesized netlist by cell type, types with 3 or more instances --
library cell  instances
o31a_1                4
o21a_1                4
fa_1                  3
and2_2                3
xor2_1                3
o31ai_1               3
nor4_1                4
ha_1                 18
a211o_1               6
inv_1                20
nor3_1                4
buf_4                15
a21oi_1               5
nor2b_1               4
nor2_1               11
xnor2_1               3
o21ai_0               7
-- final cells by class --
type	instances	share of cell area [%]
inverters	21	6.01
repair buffers	41	30.3
multi-input cells	100	59.0
well taps	50	4.63
-- critical path, stage by stage --
cell	delay, ns
clkdlybuf4s50_1	0.50
inv_1	0.05
ha_1	0.20
fa_1	0.41
nor2b_1	0.18
o31a_1	0.20
nor4_1	0.06
a211o_1	0.29
clkdlybuf4s50_1	0.41
-- final timing paths --
path                    end  slack, ns  depth (start not counted)
setup / recovery  d4_out[7]       2.13                          9
hold / removal    d3_out[1]       4.05                          4
-- power by group through the flow --
stage	Combinational, W	Clock [W]	Sequential [W]
global route	0.000136	0	0
finish	0.000119	0	0
CTS	0.000123	0	0
-- metrics by stage --
| step | cells | power [W] |
|---|---|---|
| final | 212 | 0.000119 |
| after global routing | 212 | 0.000136 |
| after CTS | 212 | 0.000123 |
| after detailed placement | 212 | 0.000122 |
| after global placement | 212 | 0.000122 |
| after floorplan | 140 | 0.0000658 |
No activity file was given, so power comes from the tool's default toggle rates.
