**config.mk**
```make
export PLATFORM = sky130hd
export DESIGN_NAME = stage1_2
export DESIGN_NICKNAME = stage1_2
export VERILOG_FILES = /design/flow/design.v
export SDC_FILE = /design/flow/constraint.sdc
export NUM_CORES = 4
export LEC_CHECK = 1
export CORE_AREA = 10 10 112 112
export DIE_AREA = 0 0 122 122
```
**constraint.sdc**
```tcl
current_design stage1_2

set clk_period 7.3
set clk_io_pct 0.2

create_clock -name clk0 -period $clk_period

set non_clock_inputs [all_inputs -no_clocks]
set_input_delay [expr $clk_period * $clk_io_pct] -clock clk0 $non_clock_inputs
set_output_delay [expr $clk_period * $clk_io_pct] -clock clk0 [all_outputs]
```
**design.v**
```verilog
module stage1_2 (
R1_in	,
R2_in	,
d1_out,
d2_out, 
d3_out, 
d4_out			
);
input wire [7:0] R1_in;
input wire [7:0] R2_in;
output reg [7:0] d1_out;
output reg [7:0] d2_out;
output reg [7:0] d3_out;
output reg [7:0] d4_out;
reg [7:0] TWOR1;
reg [7:0] TWOR2;
reg [7:0] TWOR3;
reg [7:0] TWOR4;
always @(R1_in,R2_in)
begin
	TWOR1 = R1_in << 1;
	TWOR1 = {R1_in[7],TWOR1[6:0]};
	TWOR2 = R2_in << 1;
	TWOR2 = {R2_in[7],TWOR2[6:0]};
	if(TWOR1[7] == 0 && TWOR2[7] == 0) begin
		d1_out[6:0] <= TWOR1[6:0] + TWOR2[6:0];
		d1_out[7] <= 1;
		d2_out[6:0] <= TWOR1[6:0] + TWOR2[6:0];
		d2_out[7] <= 0;
		if(TWOR1[6:0] >= TWOR2[6:0]) begin
			d3_out[6:0] <= TWOR1[6:0] - TWOR2[6:0];
			d3_out[7] <= 0;
		end else begin
			d3_out[6:0] <= (~(TWOR1[6:0] - TWOR2[6:0])+7'b0000001);
			d3_out[7] <= 1;
		end
		if(TWOR2[6:0] >= TWOR1[6:0]) begin
			d4_out[6:0] <= TWOR2[6:0] - TWOR1[6:0];
			d4_out[7] <= 0;
		end else begin
			d4_out[6:0] <= (~(TWOR2[6:0] - TWOR1[6:0])+7'b0000001); 
			d4_out[7] <= 1;
		end
	end
	if (TWOR1[7] == 1 && TWOR2[7] == 0) begin
		if(TWOR1[6:0] >= TWOR2[6:0]) begin
			d1_out[6:0] <= TWOR1[6:0] - TWOR2[6:0];
			d1_out[7] <= 0;
		end else begin
			d1_out[6:0] <= (~(TWOR1[6:0] - TWOR2[6:0])+7'b0000001);
			d1_out[7] <= 1;
		end
		if(TWOR2[6:0] >= TWOR1[6:0]) begin
			d2_out[6:0] <= TWOR2[6:0] - TWOR1[6:0];
			d2_out[7] <= 0;
		end else begin
			d2_out[6:0] <= (~(TWOR2[6:0] - TWOR1[6:0])+7'b0000001); 
			d2_out[7] <= 1;
		end
		d3_out[6:0] <= TWOR1[6:0] + TWOR2[6:0];
		d3_out[7] <= 1;
		d4_out[6:0] <= TWOR1[6:0] + TWOR2[6:0];
		d4_out[7] <= 0;
	end
	if (TWOR1[7] == 0 && TWOR2[7] == 1) begin 
		if(TWOR2[6:0] >= TWOR1[6:0]) begin
			d1_out[6:0] <= TWOR2[6:0] - TWOR1[6:0];
			d1_out[7] <= 0;
		end else begin
			d1_out[6:0] <= (~(TWOR2[6:0] - TWOR1[6:0])+7'b0000001); 
			d1_out[7] <= 1;
		end
		if(TWOR1[6:0] >= TWOR2[6:0]) begin
			d2_out[6:0] <= TWOR1[6:0] - TWOR2[6:0];
			d2_out[7] <= 0;
		end else begin
			d2_out[6:0] <= (~(TWOR1[6:0] - TWOR2[6:0])+7'b0000001);
			d2_out[7] <= 1;
		end
		d3_out[6:0] <= TWOR1[6:0] + TWOR2[6:0];
		d3_out[7] <= 0;
		d4_out[6:0] <= TWOR1[6:0] + TWOR2[6:0];
		d4_out[7] <= 1;
	end
	if(TWOR1[7] == 1 && TWOR2[7] == 1) begin 
		d1_out[6:0] <= TWOR1[6:0] + TWOR2[6:0];
		d1_out[7] <= 0;
		d2_out[6:0] <= TWOR1[6:0] + TWOR2[6:0];
		d2_out[7] <= 1;
		if(TWOR2[6:0] >= TWOR1[6:0]) begin
			d3_out[6:0] <= TWOR2[6:0] - TWOR1[6:0];
			d3_out[7] <= 0;
		end else begin
			d3_out[6:0] <= (~(TWOR2[6:0] - TWOR1[6:0])+7'b0000001); 
			d3_out[7] <= 1;
		end
		if(TWOR1[6:0] >= TWOR2[6:0]) begin
			d4_out[6:0] <= TWOR1[6:0] - TWOR2[6:0];
			d4_out[7] <= 0;
		end else begin
			d4_out[6:0] <= (~(TWOR1[6:0] - TWOR2[6:0])+7'b0000001);
			d4_out[7] <= 1;
		end
	end
end
endmodule
```
**run.sh**
```bash
#!/bin/bash
# OpenROAD 26Q1-2900-gdf79404cd8, Yosys 0.63+post, stock flow scripts
make -C /OpenROAD-flow-scripts/flow DESIGN_CONFIG=/design/flow/config.mk WORK_HOME=/design/flow/orfs finish
```
==> impl_metrics.yaml <==
# generated from flow reports
status:
  status: "finished, final reports clean"
logic_synthesis:
  ys_cells: 266
  yosysWarnings: 1
  syn_avg_cell_area_um2: 7.80
  synth_cell_type_count: 58
  syn-cell-area_um2: 2070
  syn_inst: 266
  edf_count: 0
  netlist_logic_family_top: "AND-OR/OR-AND gates"
  ys_sh_mux_pct: 7.06
  synthXorXnorAreaFrac_pct: 6.63
  ff_type: "dlxtn_1"
  adder_share_pct: 14.4
  ys_top_cells_by_area: "dlxtn_1, ha_1, mux2i_1, nand2_1, nor2_1"
  yosys_area_um2: 2070
  aoi_share_pct: 22.6
  synth_area_leader_cell: "dlxtn_1"
  yosys.area_share.simple_pct: 21.4
  yosys.area.top_type_share_pct: 18.1
  async_flop_share_pct: 0
  numSynthFlops: 25
flow_run:
  tool_warnings: 45
  drv_cap: 0
timing:
  hold_viol: 0
  worst_pin_slew_ns: 0.675
  unclocked_pins: 25
  untimed_endpoints: 25
  maxSlewHeadroom_pct: 54.9
  setup-tns-final_ns: 0
  layout_setup_ws_ns: 0.867
  slew_viol_final: 0
  rsz0062_at_grt: "no"
  period_minus_slack_ns: 6.43
  fin_crit_sh_pct: 88.1
  max_freq_ghz: 0.155
  setup_viol: 0
setup_path:
  end_kind: "primary output"
  criticalPathCategory: "in2out"
  timing.critical_path.to: "d4_out[3]"
  cpPeakStageDelay_ns: 0.57
  worstPathRequired_ns: 5.84
  cp.arrival_ns: 4.97
  crit_fanout: 14
  critPathMostFrequentCell: "clkdlybuf4s50_1"
  cp_slowest_cell: "ha_1"
  critPathLaunchType: "primary input"
  cp_num_buf_inv: 3
  cp-startpoint: "R1_in[4]"
  critPathTopFamily: "buffers and inverters"
  critical_path_cell_count: 11
  cp_cell_sequence: "clkdlybuf4s50_1, inv_1, ha_1, nand2_1, o21ai_0, or2_1, nor2_1, xor2_1, a221oi_1, dlxtn_1, clkdlybuf4s50_1"
route:
  wl_per_cell_um: 10.9
  wl_um: 4960
  dr.first_iter.drc_count: 91
  antenna_left: 0
  drt-pass1-iter-count: 4
  viasPerCell: 4.04
  vias: 1836
  diodes: 0
  drc_errors: 0
layout:
  layout_top_cell: "clkdlybuf4s50_1"
  area_growth_pct: 27.9
  lay_top_cells: "clkdlybuf4s50_1, conb_1, dlxtn_1"
  final_layout_size_suffix_gt1_share_pct: 5.03
floorplanning:
  core_um2: 10200
  dieWidth_um: 122
  fp_util_pct: 20.3
  pin_count: 48
  die_area_um2: 14900
  fp.dieH_um: 122
  row_count: 37
power:
  p_int_w: 0.000130
  p_per_area_nw_per_um2: 93.4
  pwr-share-seq_pct: 11.7
  leakagePower_nw: 1.18
  ir_drop_uv: 19.5
  p_comb_share_pct: 88.3
  clkPwrFrac_pct: 0
  power_switching_w: 0.000118
  switching_share_pct: 47.6
clock_network:
  cts-resized-gates: 0
  post_cts_buffers: 0
  cts_hold_buffers: 0
global_route:
  grt_pass1_wl_um: 8030
  overflow: 0
  grt_pass1_vias: 1671
  antenna_found_initial: 0
  grt.total_usage_pct: 6.31
  grt_max_degree: 33
place:
  dp_hpwl_um: 4350
  numPortBuffers: 42
  post-place-ws_ns: 0.836
  gp_congestion: 0.867
## flip-flops by register name, indices dropped and copies added (netlist names)
name / count
d3_out: 7
d1_out: 6
d2_out: 6
d4_out: 6
## cells by family (layout without fill, tap and decap cells)
kind of cell,Yosys count,after routing
compound gates,61,61
xor+xnor,14,14
fa+ha+maj,22,22
buf+inv,39,63
latches,25,25
mux,14,14
other cells,1,29
simple gates,90,90
## cells in the mapped netlist, drive strengths merged, types with 3 or more instances
cell type  number
a31oi           5
nor3            8
o2bb2ai         4
ha             19
xor2            5
buf            13
a21oi           9
nand2          24
clkbuf          6
xnor2           9
nor2           23
nand2b          7
a211oi          6
mux2i          12
fa              3
o21ai          14
dlxtn          25
and3            3
nor4            4
nor2b           4
nor3b           3
a221oi          4
o22ai           4
nand3           4
inv            19
and2            5
## final cells by class
type / count / area (µm²)
fillers: 1086 / 7580
multi-input cells: 230 / 1600
repair buffers: 43 / 428
flip-flops and latches: 25 / 375
well taps: 136 / 170
inverters: 20 / 75.1
## power groups by stage
stage | Clock (W) | Sequential [W] | Combinational [W]
4_1_cts | 0 | 0.0000294 | 0.000222
5_1_grt | 0 | 0.0000310 | 0.000246
6_report | 0 | 0.0000291 | 0.000219
## per-stage QoR
step                util (%)  instances  power [W]  area (µm²)
floorplan                  -        294   0.000184        2180
global placement        25.9        454   0.000248        2650
detailed placement      25.9        454   0.000251        2650
CTS                     25.9        454   0.000251        2650
global route            25.9        454   0.000277        2650
finish                  25.9        454   0.000248        2650
## layer usage
metal,track usage [%],wire length (µm)
met3,1.50,341
met4,0,0
met5,0,0
met2,10.2,2130
met1,8.92,2490
Power is estimated from default activity; no workload was simulated.
