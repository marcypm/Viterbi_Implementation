[/design/flow/run.sh]
#!/bin/bash
# OpenROAD 26Q1-2900-gdf79404cd8, Yosys 0.63+post, stock flow scripts
make -C /OpenROAD-flow-scripts/flow DESIGN_CONFIG=/design/flow/config.mk WORK_HOME=/design/flow/orfs finish
[/design/flow/config.mk]
export PLATFORM = sky130hd
export DESIGN_NAME = uniformRV32
export DESIGN_NICKNAME = uniformRV32
export VERILOG_FILES = /design/flow/design.v
export SDC_FILE = /design/flow/constraint.sdc
export NUM_CORES = 4
export LEC_CHECK = 1
export CORE_AREA = 10 10 87 87
export DIE_AREA = 0 0 97 97
[/design/flow/constraint.sdc]
current_design uniformRV32

set clk_period 1.4
set clk_io_pct 0.2

create_clock -name clk0 -period $clk_period [get_ports {CLK}]

set non_clock_inputs [all_inputs -no_clocks]
set_input_delay [expr $clk_period * $clk_io_pct] -clock clk0 $non_clock_inputs
set_output_delay [expr $clk_period * $clk_io_pct] -clock clk0 [all_outputs]
[/design/flow/design.v]
module uniformRV32 ( RST, CLK, Y );
  input   CLK;
  input   RST;
  parameter SEED = 32'h0F0F0F0F;
  output reg [31:0]  Y;
  reg  [31:0] next;
  always@* begin
    next[31] = Y[30];
    next[30] = Y[29];
    next[29] = Y[28];
    next[28] = Y[27];
    next[27] = Y[26];
    next[26] = Y[25];
    next[25] = Y[24];
    next[24] = Y[23];
    next[23] = Y[22];
    next[22] = Y[21];
    next[21] = Y[20];
    next[20] = Y[19];
    next[19] = Y[18];
    next[18] = Y[17];
    next[17] = Y[16];
    next[16] = Y[15];
    next[15] = Y[14];
    next[14] = Y[13];
    next[13] = Y[12];
    next[12] = Y[11];
    next[11] = Y[10];
    next[10] = Y[9];
    next[9] = Y[8];
    next[8] = Y[7];
    next[7] = Y[6];
    next[6] = Y[5];
    next[5] = Y[4];
    next[4] = Y[3];
    next[3] = Y[2];
    next[2] = Y[1];
    next[1] = Y[0];
    next[0] = Y[31]^Y[21]^Y[1]^Y[0];
  end
  always@(posedge CLK or posedge RST) begin
    if (RST) begin
      Y <= SEED;
    end 
	 else begin
      Y <= next;
    end
  end
endmodule
==> impl_metrics.ini <==
; generated from flow reports
[timing]
skew_ps = 3.52
tightest_slew_ps = 210
drv_slew = 0
min_period_ps = 1350
hold_ws_ps = 340
finalSetupViolCount = 0
hold_viol = 0
layout_worst_path_cycle_share_pct = 96.7
slew_headroom_pct = 85.9
max_freq_ghz = 0.738

[worst_setup_path]
path_max_fanout = 2
worstPathRequired_ps = 1120
critPathMaxStageDelay_ps = 470
critPathBufInv = 1
cp_slowest_cell = clkdlybuf4s50_1
crit_chain = clkdlybuf4s50_1
crit_type = flip-flop to output port
worst_ep_arrival_time_ps = 1070
critPathLaunchType = flip-flop
cp-end-kind = output port
path_delay_family = buffers and inverters

[die]
die-area_um2 = 9410
rows = 27
initCoreUtil_pct = 19.2
coreArea_um2 = 5640
die_h_um = 97
io_pins = 34
die_w_um = 97

[power]
powerDensity_nw_per_um2 = 1120
p_total_mw = 1.68
vdd_ir_drop_max_v = 0.000409
p_leak_nw = 0.950

[job]
max_cap_violations = 0
tool_warnings = 25

[yosys]
yosys.area_share.simple_pct = 0
seq_area_frac_synth_pct = 75.8
ys_sh_mux_pct = 0
synth.avg_cell_area_um2 = 16.2
synth.distinct_cells = 6
ys_warn_count = 1
adder_share_pct = 0
ys_top_logic_family = buffers and inverters
ys_chip_area_um2 = 1080
compound_area_share_pct = 0
yosys-stat-cells = 67
synth_flop_count = 32
syn_area_um2 = 1080
syn_inst = 67
ys_sh_xor_pct = 2.42

[clock_network]
cts.sink_count = 32
ctsHoldBuffers = 0
clk_path_buf_depth = 2
clk_pin_slew_worst_paths_ps = 60
clock_latency_ps = 270
h-tree-depth = 2
cts_tree = done
cts-root-buf = clkbuf_8
numCtsBuffers = 5

[grt]
antenna_found_initial = 0
grt.overflow.total = 0
grt_pass1_vias = 573
grt_pass1_wl_um = 3080
grt_max_degree = 30
grt_usage_pct = 4.05

[drt]
wl_per_cell_um = 11.8
vias = 498
routed_wl_um = 1930
antenna_left = 0
avgViaCountPerCell = 3.04
dr.pass1.iters = 2
diodes = 0
drc_errors = 0
drtIter0Drc = 9

[cells_and_area]
fin_util_pct = 26.6
reg.largest.list = Y x32
final_cell_mix = dlygate4sd2_1 (21), dfstp_2 (16), dfrtp_1 (16), buf_4 (15), dlymetal6s2s_1 (10)
syn_to_final_growth_pct = 38.3
fillerInstances = 577
layout_top_cell = dlygate4sd2_1
largest-register = Y
fin_cells = 164
largest_register_ffs = 32
drive_above_1_share_pct = 42.4

[placed_design]
dp_cells = 143
port_buffers = 33
hpwl_um = 1330
routabilityCongestion = 0.795

[hold_path]
worstHoldPathType = input pin to async pin

[status]
outcome = completed
[path summary, 6_finish.rpt]
| path | startpoint | to | slack (ps) | cells past startpoint |
|---|---|---|---|---|
| min in group clk0 | Y[17]$_DFF_PP1_ | Y[18]$_DFF_PP1_ | 360 | 0 |
| worst min-delay path | RST | Y[29]$_DFF_PP0_ | 340 | 3 |
| max in group asynchronous | RST | Y[18]$_DFF_PP1_ | 800 | 3 |
| worst max-delay path | Y[14]$_DFF_PP0_ | Y[14] | 50 | 1 |
| worst min register to register | Y[17]$_DFF_PP1_ | Y[18]$_DFF_PP1_ | 360 | 0 |
| worst max register to register | Y[1]$_DFF_PP1_ | Y[0]$_DFF_PP1_ | 370 | 3 |
[cell usage after synthesis]
master	count	area share, %
dfstp_2	16	39
xnor2_1	2	1.6
dfrtp_1	16	37
buf_4	31	21
xor2_1	1	0.81
inv_1	1	0.35
[worst min-delay path: cells and delay by family]
| family | cells | cell delay, ps |
|---|---|---|
| buffers and inverters | 3 | 650 |
[power by group]
part	internal (mW)	switching, mW	leakage [nW]
clock	0.437	0.291	0.0503
combinational	0.0101	0.0181	0.511
sequential	0.928	0	0.389
[what timing repair did]
item                       in CTS  in global routing
gates resized                  21                 10
cloned                          0                  0
setup endpoints to repair      22                 11
setup buffers                  10                  4
[per-layer routing]
| metal | wire, um | track usage (%) |
|---|---|---|
| met5 | 0 | 0 |
| met2 | 867 | 5.93 |
| met1 | 812 | 4.87 |
| met3 | 237 | 2.79 |
| met4 | 10 | 0.676 |
[layout make-up]
class                           instances  area, um2  area share [%]
Sequential cell                        32        821            54.8
Inverter                                1       3.75           0.250
Clock buffer                            7       96.3            6.43
Multi-Input combinational cell          3       26.3            1.75
Tap cell                               72       90.1            6.01
Timing Repair Buffer                   49        462            30.8
[cell families after synthesis]
group	Yosys count
DFF	32
buffers and inverters	32
xor gates and xnor gates	3
[through the flow]
stage          TNS (ps)  area, um2  setup WS [ps]
6_report              0       1500           45.8
5_1_grt           -1.25       1500          -1.25
4_1_cts               0       1440           3.83
3_5_place_dp          0       1300            115
3_3_place_gp          0       1300            119
2_1_floorplan         0       1080            456
Power figures rest on the tool's default switching activity, not on a simulated workload.
